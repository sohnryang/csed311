==> /design/flow/design.v <==
module alu (
    input [ 3:0] alu_op,
    input [31:0] alu_in_1,
    input [31:0] alu_in_2,
    output reg [31:0] alu_result
);
  always @(*) begin
    case (alu_op)
      4'b0000:  alu_result = alu_in_1 + alu_in_2;
      4'b0001:  alu_result = alu_in_1 - alu_in_2;
      4'b0010:  alu_result = alu_in_1 << alu_in_2;
      4'b0011:  alu_result = {31'b0, $signed(alu_in_1) < $signed(alu_in_2)};
      4'b0100: alu_result = {31'b0, alu_in_1 < alu_in_2};
      4'b0101:  alu_result = alu_in_1 ^ alu_in_2;
      4'b0110:  alu_result = alu_in_1 >> alu_in_2;
      4'b0111:  alu_result = $signed(alu_in_1) >>> alu_in_2;
      4'b1000:   alu_result = alu_in_1 | alu_in_2;
      4'b1001:  alu_result = alu_in_1 & alu_in_2;
      4'b1010:   alu_result = {31'b0, alu_in_1 == alu_in_2};
      4'b1011:   alu_result = {31'b0, alu_in_1 != alu_in_2};
      4'b1100:   alu_result = {31'b0, $signed(alu_in_1) >= $signed(alu_in_2)};
      4'b1101:  alu_result = {31'b0, alu_in_1 >= alu_in_2};
      default:   alu_result = 32'hffffffff;
    endcase
  end
endmodule
==> /design/flow/run.sh <==
#!/bin/bash
# OpenROAD 26Q1-2900-gdf79404cd8, Yosys 0.63+post, stock flow scripts
make -C /OpenROAD-flow-scripts/flow DESIGN_CONFIG=/design/flow/config.mk WORK_HOME=/design/flow/orfs finish
==> /design/flow/config.mk <==
export PLATFORM = sky130hd
export DESIGN_NAME = alu
export DESIGN_NICKNAME = alu
export VERILOG_FILES = /design/flow/design.v
export SDC_FILE = /design/flow/constraint.sdc
export NUM_CORES = 4
export LEC_CHECK = 1
export CORE_UTILIZATION = 40
==> /design/flow/constraint.sdc <==
current_design alu

set clk_period 20.7
set clk_io_pct 0.2

create_clock -name clk0 -period $clk_period

set non_clock_inputs [all_inputs -no_clocks]
set_input_delay [expr $clk_period * $clk_io_pct] -clock clk0 $non_clock_inputs
set_output_delay [expr $clk_period * $clk_io_pct] -clock clk0 [all_outputs]
==> run summary <==
flow finished, numbers: outcome finished clean, top cells by area ha_1 (12%), mux4_2 (8.5%), a21oi_1 (6.6%), o21ai_0 (6.0%), mux2i_1 (5.7%), I/O pin total 100, antenna violations before repair 3, routed len/inst 29.8 µm, Peak VDD IR 0.0177 mV, Total GRT Usage 43.2%, width of the chip 159 µm, largest net degree at the start of global routing 63, WP buf/inv 3, final setup TNS 0 ps, critical path's slowest cell o21ai_0, Hold Path Class primary input to output port, Post-CTS Repair Setup Buffers 0, first-pass GRT wire length 79600 µm, WL met2 23300 µm, YS warnings 1, hold buffer count at CTS 0, via count of the first global-routing pass 11700, post-CTS resize count 0, Max transition margin 37.3%, antenna viol nets, final 0, fin crit share 62.3%, DRC 0, worst hold path startpoint alu_in_2[3], Hold Crit Depth 4, Distinct lib cells used 87, PortBufs 100, floorplan utilization 40.5%, max layer used met4, Yosys chip area 9830 µm², M1 wire length 22600 µm, max-capacitance violation count 0, fmax 77.6 MHz, CP Capture Type output port, crit-path cells clkdlybuf4s50_1 > nor4_1 > nand4_1 > buf_4 > or2_2 > a211oi_1 > mux2i_1 > o21ai_0 > nand2_1 > a32o_1 > nand3_1 > clkdlybuf4s50_1, hold endpoint alu_result[10], Via-to-Cell Ratio 6.96, FF/Latch Area 0 µm², sequential element share of the synthesized area 0%, Setup crit start kind primary input, Layout Cells excl Fill 1820, Area leader share 12.3%, Layout area overhead 12.6%, DIE AREA 25200 µm², CP Max Fanout 12, average size of a mapped cell 6.67 µm², DRT Wirelength 54300 µm, Worst Path Class, Setup primary input to output port, GPL Wtd Cong 1.05, Tmin final 12890 ps, final slew viol count 0, number of cells in Yosys stat 1475, setup violators final 0, most frequent cell after synthesis nand2_1, Core Footprint 24200 µm², DR pass1 iterations 7, hpwl dp 42400 µm, DR vias 12700, layout cell share with drive strength beyond 1 8.76%, total placed cells including tap cells 1820, met3 WL 5550 µm, Rows 57, area leader, netlist ha_1, Final Hold Viols 0, Mapped Area 9830 µm², Worst EP arrival 8750 ps, Layout clock buffers 0, Worst-Margin Slew 931 ps, ant diodes 0, top cells by count nand2_1 (139), nor2_1 (138), a21oi_1 (129), die span in y 159 µm, flop count 0, Initial DRC Count 1430, Synth Instances 1475, gr ovfl total 0, pwr/cell area 25.9 nW/µm², RSZ-0062 raised after global routing no, tool warnings 97, Leak Pwr 4.35 nW, Critical Path Most Common Cell clkdlybuf4s50_1, Largest stage delay, worst path 770 ps, cell family with the largest share of critical-path delay AND-OR/OR-AND gates, Required @ worst endpoint 16560 ps
-- through the flow --
stage                     power (mW)  setup slack, ps  instance area, µm²  utilization (%)  hold slack [ps]
final                          0.287             7810               11100             45.7             9460
after global routing           0.306             7590               11100             45.7             9590
after CTS                      0.279             7970               11100             45.7             9430
after detailed placement       0.277             7980               11100             45.7             9430
after global placement         0.279             8010               11100             45.7             9430
after floorplan                0.165             9000                9830                -             8590
-- logic make-up (layout without fill, tap and decap cells) --
| logic type | Yosys count | after routing | share of synthesized area [%] |
|---|---|---|---|
| compound gates | 561 | 561 | 38.5 |
| fa+ha+maj | 99 | 99 | 12.8 |
| simple gates | 481 | 481 | 23.1 |
| xor+xnor | 6 | 6 | 0.534 |
| buf+inv | 215 | 236 | 8.65 |
| mux | 113 | 113 | 16.5 |
-- layout by cell type (no fill, tap or decap), types with 35 or more instances in the layout --
master / synthesis / layout
nand2_1: 139 / 139
nor2_1: 138 / 136
a21oi_1: 129 / 129
o21ai_0: 117 / 117
ha_1: 97 / 97
clkdlybuf4s50_1: 0 / 96
inv_1: 92 / 92
mux2i_1: 56 / 56
nor3_1: 46 / 45
a211oi_1: 42 / 42
buf_4: 5 / 42
mux4_2: 37 / 37
nand3_1: 35 / 35
-- worst min-delay path, delay by kind of cell --
| kind | cells | cell delay [ps] |
|---|---|---|
| buffers and inverters | 2 | 750 |
| AOI/OAI and AO/OA | 2 | 400 |
-- power breakdown --
part | internal, mW | leakage (nW) | total, mW | switching (mW)
registers | 0 | 0 | 0 | 0
logic | 0.111 | 4.35 | 0.287 | 0.176
clock network | 0 | 0 | 0 | 0
-- final cells by class --
cell class | count | area, µm²
fillers | 2571 | 13200
multi-input cells | 1260 | 9020
repair buffers | 141 | 1290
well taps | 324 | 405
inverters | 95 | 357
-- routing by layer --
layer,global-route usage (%),up-vias
li1,-,5649
met4,18.5,0
met1,61.3,6071
met3,8.53,162
met5,0,-
met2,63.8,787
-- worst max path at each step --
stage | cells past startpoint | slack [ps] | startpoint | endpoint
global route | 13 | 7590 | alu_in_2[3] | alu_result[19]
finish | 12 | 7810 | alu_in_2[10] | alu_result[5]
CTS | 14 | 7970 | alu_in_2[3] | alu_result[22]
Power and IR drop assume default switching activity.
