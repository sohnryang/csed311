<file path="./config.mk">
export PLATFORM = sky130hd
export DESIGN_NAME = ALU
export DESIGN_NICKNAME = ALU
export VERILOG_FILES = /design/flow/design.v
export SDC_FILE = /design/flow/constraint.sdc
export NUM_CORES = 4
export LEC_CHECK = 1
export CORE_UTILIZATION = 30
</file>
<file path="./constraint.sdc">
current_design ALU

set clk_period 27.5
set clk_io_pct 0.2

create_clock -name clk0 -period $clk_period

set non_clock_inputs [all_inputs -no_clocks]
set_input_delay [expr $clk_period * $clk_io_pct] -clock clk0 $non_clock_inputs
set_output_delay [expr $clk_period * $clk_io_pct] -clock clk0 [all_outputs]
</file>
<file path="./design.v">
module ALU (
    input [ 3:0] alu_op,
    input [31:0] alu_in_1,
    input [31:0] alu_in_2,
    output reg [31:0] alu_result
);
  always @(*) begin
    case (alu_op)
      4'b0000:  alu_result = alu_in_1 + alu_in_2;
      4'b0001:  alu_result = alu_in_1 - alu_in_2;
      4'b0010:  alu_result = alu_in_1 << alu_in_2;
      4'b0011:  alu_result = {31'b0, $signed(alu_in_1) < $signed(alu_in_2)};
      4'b0100: alu_result = {31'b0, alu_in_1 < alu_in_2};
      4'b0101:  alu_result = alu_in_1 ^ alu_in_2;
      4'b0110:  alu_result = alu_in_1 >> alu_in_2;
      4'b0111:  alu_result = $signed(alu_in_1) >>> alu_in_2;
      4'b1000:   alu_result = alu_in_1 | alu_in_2;
      4'b1001:  alu_result = alu_in_1 & alu_in_2;
      4'b1010:   alu_result = {31'b0, alu_in_1 == alu_in_2};
      4'b1011:   alu_result = {31'b0, alu_in_1 != alu_in_2};
      4'b1100:   alu_result = {31'b0, $signed(alu_in_1) >= $signed(alu_in_2)};
      4'b1101:  alu_result = {31'b0, alu_in_1 >= alu_in_2};
      default:   alu_result = 32'hffffffff;
    endcase
  end
endmodule
</file>
<file path="./run.sh">
#!/bin/bash
# OpenROAD 26Q1-2900-gdf79404cd8, Yosys 0.63+post, stock flow scripts
make -C /OpenROAD-flow-scripts/flow DESIGN_CONFIG=/design/flow/config.mk WORK_HOME=/design/flow/orfs finish
</file>
==> job_summary.md <==
## Synthesis and layout report

| Metric | Value |
|---|---|
| Outcome | complete, no violations |
| Flip-flops | 0 |
| Met2 wire length | 23600 um |
| Layout cells sized above 1 | 8.33% |
| Setup violations, final | 0 |
| Final WL | 55300 um |
| FP Rows | 65 |
| Post-CTS setup buffers | 0 |
| Leakage | 4.31 nW |
| Cell depth of the worst setup path | 12 |
| PwrDens | 19.3 nW/um^2 |
| CTS resizes | 0 |
| Setup WS post-layout | 11550 ps |
| Port buffer count | 100 |
| Worst path bufs/invs | 4 |
| Period Utilization, post-route | 58.0% |
| Tool warning count | 97 |
| Core Util, Final | 35.0% |
| Syn Inst Count | 1475 |
| Vias per cell | 6.56 |
| Vias in the first global route | 11700 |
| Congestion Overflow GR | 0 |
| Die ar. | 33500 um^2 |
| DR iter-0 viols | 1448 |
| RSZ-0062 raised after global routing | no |
| Worst Setup Start Kind | input pin |
| Worst EP arrival | 10450 ps |
| Largest net degree at the start of global routing | 64 |
| Yosys cell count | 1475 |
| Routed wl met3 | 5890 um |
| Slew margin rel. | 23.0% |
| Worst Setup SP | alu_in_2[4] |
| Placed Cells | 1924 |
| Total power | 0.216 mW |
| Hold_sp | alu_in_2[1] |
| Routed Antenna Nets | 0 |
| IO Pins | 100 |
| CP max-delay cell | a2111oi_0 |
| Fin Hold WS | 12250 ps |
| Init Core Util | 30.8% |
| Final Max Tran Viols | 0 |
| Tot GR Track Use | 33.2% |
| Register Area | 0 um^2 |
| Hold-fix buffers at CTS | 0 |
| Post-Place Setup Slack | 11760 ps |
| Core box area | 31900 um^2 |
| Worst IR Drop VDD | 0.00800 mV |
| Die Y | 183 um |
| Critical Path End Type | primary output |
| Slew @ Worst Pin | 1130 ps |
| Seq/Total Area, Yosys | 0% |
| Endpoints failing hold | 0 |
| Worst endpoint required time | 22000 ps |
| Final Cell Area | 11200 um^2 |
| DP Area | 11200 um^2 |
| Die X | 183 um |
| GPL Wtd Cong | 1.05 |
| HP Class | input pin to primary output |
| Total Neg Setup Slack | 0 ps |
| Post-synth cell types | 87 |
| Maximum Capacitance Violations | 0 |
| Clock Buffer Count | 0 |
| First-pass GRT wire length | 80800 um |
| Largest delay share family, worst path | AND-OR/OR-AND gates |
| Synth warn | 1 |
| Hpwl dp | 43300 um |
| Minimum clock period | 15950 ps |
| Final cell count without fillers | 1924 |
| CP Class | input pin to primary output |
| Worst-path fanout max | 42 |
| Crit path capture | alu_result[10] |
| Avg Cell Area, Syn | 6.67 um^2 |
| DR top layer | met4 |
| Area Growth Syn to Fin | 13.5% |
| Crit path largest cell delay | 900 ps |
| Crit path cell chain | clkdlybuf4s50_1 -> buf_4 -> inv_1 -> ha_1 -> and2_1 -> a221oi_1 -> o21ai_0 -> a221oi_1 -> o22ai_1 -> a2111oi_0 -> o21ai_0 -> clkdlybuf4s50_1 |
| TritonRoute pass-1 iters | 6 |
| Vias post-DR | 12600 |
| YS chip area | 9830 um^2 |
| # fillers | 3561 |
| Fmax | 62.7 MHz |
| Synth Cell Area | 9830 um^2 |
| DRC | 0 |
| Diodes inserted | 0 |
| M1 WL | 24000 um |
| WL/cell | 28.7 um |
| Initial antenna violation count | 1 |
[cell usage after synthesis, drive strengths merged (23+ instances only)]
| cell | count | share of area (%) |
|---|---|---|
| buf | 30 | 1.6 |
| ha | 97 | 12 |
| mux2i | 56 | 5.7 |
| nor3 | 47 | 2.4 |
| nor2 | 138 | 5.3 |
| nand2 | 139 | 5.3 |
| inv | 94 | 3.6 |
| nand3 | 35 | 1.8 |
| a211oi | 42 | 3.2 |
| o22ai | 23 | 1.5 |
| a21oi | 130 | 6.7 |
| clkbuf | 90 | 3.4 |
| o211ai | 28 | 2.1 |
| mux4 | 37 | 8.5 |
| o21ai | 119 | 6.1 |
[cell usage in the layout (no fill, tap or decap), drive strengths merged, types with 12 or more instances in the layout]
cell type	n
nand3	35
ha	97
a221oi	22
inv	94
o21bai	14
buf	38
nor2b	14
mux2i	56
mux2	20
and2	15
o31ai	21
a211oi	42
and3	12
a31oi	15
a21o	19
a22oi	21
mux4	37
o21ai	119
nor3	47
or3	13
o22ai	23
clkdlybuf4s50	96
nand2	139
o211ai	28
nor4	20
a21oi	130
nor2	138
[how the worst min path moves through the flow]
stage               end  slack (ps)  depth (start not counted)
4_1_cts   alu_result[1]       12270                          6
5_1_grt   alu_result[1]       12310                          6
6_report  alu_result[1]       12250                          6
[area by class of cell]
type,instances,area [um^2],area share (%)
Multi-Input combinational cell,1260,9020,80.8
Timing Repair Buffer,134,1240,11.1
Tap cell,435,544,4.88
Inverter,95,357,3.20
[tightest hold or removal path, cell delays in order]
cell             delay, ps
buf_2                  250
fa_1                   220
a22oi_1                 80
o2111ai_1               90
a311o_1                150
clkdlybuf4s50_1        470
[cells by family (layout without fill, tap and decap cells)]
logic type	Yosys count	count (layout)	share of synthesized area, %
buffers and inverters	215	229	8.65
muxes	113	113	16.5
and+or+nand+nor	481	481	23.1
AOI/OAI and AO/OA	561	561	38.5
xor gates and xnor gates	6	6	0.534
adders and majority gates	99	99	12.8
[layer usage]
metal / vias to the layer above / global-route usage (%)
met5: - / 0
met4: 0 / 8.90
met3: 100 / 7.23
met2: 745 / 49.2
met1: 6139 / 48.6
li1: 5628 / -
[where the power goes]
group	total, mW	switching (mW)	internal (mW)
combinational	0.216	0.133	0.0830
clock	0	0	0
sequential	0	0	0
total	0.216	0.133	0.0830
No activity file was given, so power comes from the tool's default toggle rates.
