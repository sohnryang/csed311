$ cat ./config.mk
export PLATFORM = sky130hd
export DESIGN_NAME = PCGenerator
export DESIGN_NICKNAME = PCGenerator
export VERILOG_FILES = /design/flow/design.v
export SDC_FILE = /design/flow/constraint.sdc
export NUM_CORES = 4
export LEC_CHECK = 1
export CORE_UTILIZATION = 40
$ cat ./constraint.sdc
current_design PCGenerator

set clk_period 11.9
set clk_io_pct 0.2

create_clock -name clk0 -period $clk_period

set non_clock_inputs [all_inputs -no_clocks]
set_input_delay [expr $clk_period * $clk_io_pct] -clock clk0 $non_clock_inputs
set_output_delay [expr $clk_period * $clk_io_pct] -clock clk0 [all_outputs]
$ cat ./design.v
module PCGenerator (
    input is_branch,
    input op1_pc,
    input is_jalr,
    input [31:0] current_pc,
    input [31:0] rs1_data,
    input [31:0] imm,
    input [31:0] alu_result,
    output reg [31:0] next_pc
);
  always @(*) begin
    if (is_jalr) next_pc = rs1_data + imm;
    else if (op1_pc || (is_branch && alu_result[0])) next_pc = current_pc + imm;
    else next_pc = current_pc + 4;
  end
endmodule
$ cat ./run.sh
#!/bin/bash
# OpenROAD 26Q1-2900-gdf79404cd8, Yosys 0.63+post, stock flow scripts
make -C /OpenROAD-flow-scripts/flow DESIGN_CONFIG=/design/flow/config.mk WORK_HOME=/design/flow/orfs finish
==> metrics.json <==
{
  "outcome": {
    "run_status": "finished clean"
  },
  "setup_path": {
    "critPathArrivalTime_ps": 6160,
    "worst_ep_required_time_ps": 9520,
    "critical_path.endpoint_type": "output pin",
    "setup_crit_start": "current_pc[0]",
    "cpMostUsedCell": "clkdlybuf4s50_1",
    "timing.setup.critical_path_class": "primary input to output pin",
    "crit_path_max_delay_cell_type": "clkdlybuf4s50_1",
    "cp_slowest_stage_delay_ps": 500,
    "crit_path_start_kind": "primary input",
    "crit_path_cell_trace": "clkdlybuf4s50_1 -> ha_1 -> fa_1 -> a21oi_1 -> o211ai_1 -> and3_1 -> o311a_1 -> o21ai_1 -> o31ai_1 -> a31oi_1 -> xnor2_1 -> nand2_1 -> a22oi_1 -> clkdlybuf4s50_1",
    "highest_net_fanout_along_the_worst_path": 4
  },
  "global_routing": {
    "largest_net_degree_at_the_start_of_global_routing": 54,
    "grt.total_usage_pct": 25.9,
    "total_gr_overflow": 0,
    "grt_antenna_before_repair": 0,
    "grt_first_pass_wirelength_um": 22900,
    "vias_in_the_first_global_route": 4768
  },
  "synthesis": {
    "post_synth_most_frequent_cells": "73 x a21oi_1, 67 x nand2_1, 63 x ha_1",
    "synth-area-yosys_mm2": 0.00423,
    "yosys.area.top_type": "ha_1",
    "post-synth-top-count-cell": "a21oi_1",
    "yosys.cell_types.count": 65,
    "synth.yosys.num_cells": 631,
    "post_synth_instance_area_mm2": 0.00423,
    "top_cell_type_s_share_of_synthesized_area_pct": 18.6,
    "netlist_top_cells_area": "ha_1 19%, xnor2_1 9.3%, a21oi_1 8.6%",
    "post_synth_inst_count": 631,
    "synth-seq-area-share_pct": 0,
    "yosysWarningCount": 1,
    "postSynthAreaPerCell_um2": 6.70
  },
  "timing": {
    "report.final.slew_viol_count": 0,
    "fmax_ghz": 0.117,
    "final.period_utilization_pct": 71.8,
    "timing_worst_slew_pin_value_ps": 575,
    "finalSetupTns_ps": 0,
    "grt_setup_unrepaired": "no",
    "finalHoldViolations": 0,
    "timing.slew.headroom_pct": 61.6,
    "post-route-min-period_ps": 8540,
    "setup_viol": 0
  },
  "die": {
    "core_region_area_mm2": 0.0103,
    "io_pins": 163,
    "chip_area_mm2": 0.0110,
    "die_y_um": 105,
    "std_cell_rows": 37,
    "fp_util_pct": 41.2,
    "fp.dieW_um": 105
  },
  "worst_hold_path": {
    "hold_path.class": "primary input to output pin",
    "worstHoldStart": "is_jalr"
  },
  "detailed_routing": {
    "total_wirelength_of_the_detailed_routed_design_um": 14100,
    "drt_pass1_iterations": 5,
    "drt_drc_violations_left": 0,
    "wl_per_cell_um": 15.9,
    "number_of_antenna_violating_nets_in_the_routed_design": 0,
    "routed_via_density": 5.69,
    "dr_total_vias": 5027,
    "drt-initial-drc-count": 266,
    "route.antenna.diode_count": 0
  },
  "layout": {
    "clk_buf_instances": 0,
    "numSequentialCells": 0,
    "areaGrowthSynthToFinish_pct": 34.0,
    "sequential_cell_area_um2": 0,
    "layout.core_utilization_pct": 55.2,
    "layoutNonFillerInstCount": 883,
    "proportion_of_layout_cells_with_a_drive_suffix_above_1_pct": 2.68
  },
  "flow_run": {
    "drv_cap": 0,
    "warnings": 64
  },
  "placement": {
    "detailedPlacementHpwl_um": 11800,
    "port_buffers": 132,
    "gp_congestion": 0.961,
    "dpl.cell_count": 883
  },
  "cts": {
    "post_cts_resized": 0,
    "cts_hold_buf": 0,
    "postCtsSetupBuffers": 0
  },
  "power": {
    "ir_drop_uv": 25.2,
    "power_per_cell_area_mw_per_mm2": 52.5,
    "power.leakage_nw": 2.29
  }
}
[path summary, 6_finish.rpt]
check,endpoint,slack [ps],depth (start not counted)
setup / recovery,next_pc[28],3360,14
hold / removal,next_pc[1],5720,5
[power breakdown]
| group | total [W] | switching, W | internal, W |
|---|---|---|---|
| sequential | 0 | 0 | 0 |
| combinational | 0.000298 | 0.000144 | 0.000154 |
| clock | 0 | 0 | 0 |
| total | 0.000298 | 0.000144 | 0.000154 |
[metrics by stage]
stage / area (um^2) / total power [W] / setup WS (ps) / hold slack, ps
3_5_place_dp: 5670 / 0.000296 / 3320 / 5740
2_1_floorplan: 4230 / 0.000176 / 4870 / 4870
6_report: 5670 / 0.000298 / 3360 / 5720
3_3_place_gp: 5670 / 0.000296 / 3340 / 5730
4_1_cts: 5670 / 0.000298 / 3300 / 5740
5_1_grt: 5670 / 0.000331 / 3090 / 5800
[cell usage in the layout (no fill, tap or decap), types with 3 or more instances in the layout]
cell	count
a211oi_1	22
a21o_1	22
a21oi_1	72
a22oi_1	5
a31oi_1	11
and3_1	8
buf_4	3
clkdlybuf4s50_1	131
ha_1	63
inv_1	18
mux2i_1	6
nand2_1	67
nand2b_1	5
nand3_1	20
nand3b_1	3
nand4_1	10
nor2_1	58
nor2b_1	6
nor3_1	6
nor3b_1	4
o2111ai_1	3
o211ai_1	8
o21a_1	7
o21ai_0	28
o21ai_1	20
o21bai_1	8
o31ai_1	5
or3_1	8
or4_1	3
xnor2_1	45
xor2_1	29
[per-layer routing]
layer | part of all wire [%] | GRT usage, % | vias up
li1 | - | - | 2600
met1 | 49 | 37.5 | 2258
met2 | 45 | 42.8 | 150
met3 | 4.8 | 1.97 | 19
met4 | 1.6 | 3.62 | 0
met5 | 0 | 0 | -
[kinds of logic (layout without fill, tap and decap cells)]
group	after synthesis	after routing	synth area share, %
xor gates and xnor gates	74	74	15.3
muxes	6	6	1.42
buffers and inverters	37	153	3.34
AOI/OAI and AO/OA	241	241	37.1
adders and majority gates	65	65	19.6
and+or+nand+nor	208	208	23.3
[critical path: cells and delay by family]
family          cells  cell delay, ps
compound gates      7            1700
buf+inv             2             930
fa+ha+maj           2             710
simple gates        2             290
xor+xnor            1             160
[area by class of cell]
| cell class | instances | area (um^2) |
|---|---|---|
| repair buffers | 135 | 1340 |
| multi-input cells | 594 | 4090 |
| well taps | 136 | 170 |
| inverters | 18 | 67.6 |
| fillers | 994 | 4610 |
No activity file was given, so power comes from the tool's default toggle rates.
