==> ./config.mk <==
export PLATFORM = sky130hd
export DESIGN_NAME = IDEXRegister
export DESIGN_NICKNAME = IDEXRegister
export VERILOG_FILES = /design/flow/design.v
export SDC_FILE = /design/flow/constraint.sdc
export NUM_CORES = 4
export LEC_CHECK = 1
export CORE_AREA = 10 10 202 202
export DIE_AREA = 0 0 212 212
==> ./constraint.sdc <==
current_design IDEXRegister

set clk_period 1.0
set clk_io_pct 0.2

create_clock -name clk0 -period $clk_period [get_ports {clk}]

set non_clock_inputs [all_inputs -no_clocks]
set_input_delay [expr $clk_period * $clk_io_pct] -clock clk0 $non_clock_inputs
set_output_delay [expr $clk_period * $clk_io_pct] -clock clk0 [all_outputs]
==> ./design.v <==
module IDEXRegister (
    input clk,
    input reset,
    input wb_enable_in,
    input mem_enable_in,
    input mem_write_in,
    input op1_pc_in,
    input [1:0] op2_sel_in,
    input is_halted_in,
    input ex_forwardable_in,
    input valid_in,
    input is_branch_in,
    input is_jalr_in,
    input [31:0] rs1_in,
    input [31:0] rs2_in,
    input [ 4:0] rs1_id_in,
    input [ 4:0] rs2_id_in,
    input [ 4:0] rd_id_in,
    input [31:0] inst_in,
    input [31:0] imm_in,
    input [31:0] pc_in,
    output reg wb_enable,
    output reg mem_enable,
    output reg mem_write,
    output reg op1_pc,
    output reg [1:0] op2_sel,
    output reg is_halted,
    output reg ex_forwardable,
    output reg valid,
    output reg is_branch,
    output reg is_jalr,
    output reg [31:0] rs1,
    output reg [31:0] rs2,
    output reg [ 4:0] rs1_id,
    output reg [ 4:0] rs2_id,
    output reg [ 4:0] rd_id,
    output reg [31:0] inst,
    output reg [31:0] imm,
    output reg [31:0] pc
);
  always @(posedge clk) begin
    if (reset) begin
      wb_enable <= 0;
      mem_enable <= 0;
      mem_write <= 0;
      op1_pc <= 0;
      op2_sel <= 2'b0;
      is_halted <= 0;
      ex_forwardable <= 0;
      valid <= 0;
      is_branch <= 0;
      is_jalr <= 0;
      rs1 <= 32'b0;
      rs2 <= 32'b0;
      rs1_id <= 5'b0;
      rs2_id <= 5'b0;
      rd_id <= 5'b0;
      inst <= 32'b0;
      imm <= 32'b0;
      pc <= 32'b0;
    end else begin
      wb_enable <= wb_enable_in;
      mem_enable <= mem_enable_in;
      mem_write <= mem_write_in;
      op1_pc <= op1_pc_in;
      op2_sel <= op2_sel_in;
      is_halted <= is_halted_in;
      ex_forwardable <= ex_forwardable_in;
      valid <= valid_in;
      is_branch <= is_branch_in;
      is_jalr <= is_jalr_in;
      rs1 <= rs1_in;
      rs2 <= rs2_in;
      rs1_id <= rs1_id_in;
      rs2_id <= rs2_id_in;
      rd_id <= rd_id_in;
      inst <= inst_in;
      imm <= imm_in;
      pc <= pc_in;
    end
  end
endmodule
==> ./run.sh <==
#!/bin/bash
# OpenROAD 26Q1-2900-gdf79404cd8, Yosys 0.63+post, stock flow scripts
make -C /OpenROAD-flow-scripts/flow DESIGN_CONFIG=/design/flow/config.mk WORK_HOME=/design/flow/orfs finish
==> results.txt <==
Implementation summary

Looking at area per cell type in the netlist, the leader is dfxtp_1. The total die size is about 45000 um^2. For reference, the final report shows the max-slew violation count at 0. The cell at the root of the clock tree is clkbuf_16. The warning tally printed by Yosys for this design is 1. The routed via count is ~4000. The effective utilization at floorplan is between 10% and 20%. Across the run, the number of max-cap violations was 0. The worst-case max-slew headroom was logged as between 80% and 90%. Broken down by cell family, the worst path's largest delay share belongs to flip-flops. The I/O pin count is around 370. The final number of hold-violating endpoints is 0. The final layout contains routed wiring with a total length of 19.2 mm. The instance count on the critical path is 1. The horizontal die size is roughly 210 um. The cell total in the yosys stat output is ~400. The area of the core region is 36500 um^2. The slowest stage of the critical path belongs to the cell dfxtp_4. As logged by OpenROAD, the buffers inserted on ports number between 300 and 400. The number of violations reported at the end of detailed-routing iteration 0 is 112. The iteration count recorded for the first detailed-route pass is 4. The share of the clock period used by the worst path after layout is 112%. The worst setup path is captured at an output pin.

Setup repair after global routing could not meet its margin everywhere. The critical path maximum fanout is 1. The number of OpenROAD warnings is 27. The capturing instance or port of the critical path is inst[24]. By startpoint and endpoint, the worst setup path is classified as flop to output pin. The per-cell via count in the routed design is 3.15.

TritonCTS built the clock tree. The sum of buffers and inverters on the critical path is 1. The post-synthesis average cell area is about 13 um^2. The final instance area is a little over 9000 um^2. The multi-input combinational cells in the finished layout cover a total of 1180 um^2. The final RePlAce weighted congestion is about 0.8.

The run finished, with violations left. The number of setup violations in the final report is ~190. The die height is ~210 um. The number of different library cells used by synthesis comes to 5. The count of H-tree levels built during CTS is 4. The DRC violation count after routing is 0. The minimum setup slack in the final design is -0.117 ns. Data arrives at the worst endpoint at just over 0.9 ns. According to the CTS report, the clock sink count is around 190. The remaining antenna violation count is 0.

The number of synthesized register bits is 186. Synthesis handed over a netlist of around 400 instances. The synthesis report lists the most area-consuming cells as dfxtp_1, nor2b_1, and2b_1. The total power per unit cell area is 1800 nW/um^2. The leakage power of the design is just over 4 nW. Summing all flip-flop and latch instances after layout gives ~3800 um^2. The final HPWL from detailed placement is around 16 mm.

TritonRoute output was used to compute an average wire per cell of ~15 um. The class of the worst hold path is input port to flop. Listed in order, past its start point the critical path passes buf_6. After synthesis, flip-flops and latches occupy ~75% of the total area. The overall overflow remaining after global route is 0. The TritonCTS buffer count is 17.

Total global-route track usage over all layers is around 8.3%. The final antenna diode count is 0. The end-of-flow core utilization is between 20% and 30%. The required time of the critical path is roughly 0.80 ns. Tracing the worst setup path back leads to its startpoint at inst[24]$_SDFF_PP0_. The pin slew with the least headroom to its limit is 0.258 ns.

The fraction of synthesized cell area taken by the top area cell type is between 70 and 80%. The worst-case IR drop observed on VDD is 1.11 mV. Compared with the post-synthesis result, the final layout area differs by 84.5%. The number of cell rows is roughly 70. After filler insertion, the fill cell instance count of the layout stands at approximately 3900. The checks that failed: negative setup slack. Per the final layout report, the fraction of cells sized above drive strength 1 comes to 33.7%. Counting I/O delays and the setup requirement, the final critical path takes between 1 and 1.5 ns.

The total cell area reported by yosys after synthesis is between 4000 and 5000 um^2. The largest net degree at the start of global routing is between 40 and 50. The deepest clock path buffer count is 2. The first global-routing pass estimated roughly 28 mm of wire. The number of antenna violations at the first check in global routing came to 0. The completed layout was analyzed and its total power is 16.6 mW. The summed instance area of the synthesized netlist is 5000 um^2.

The clock-pin slew reported for the worst setup and hold paths after clock tree synthesis is around 0.080 ns. STA classifies the critical path startpoint as a flop. In this run the cell area measured after placement is ~9500 um^2.

The longest incremental delay of any stage on the critical path is reported as about 0.37 ns. The achievable clock frequency is ~0.90 GHz. The via count of the first global-routing pass is between 4000 and 5000.
sequential cells by signal (all words and copies together), names as in the netlist:
register and count:
rs2_id 5, op2_sel 2, mem_enable 1, pc 32, wb_enable 1, rs1_id 5, rs1 32, is_halted 1
imm 32, rs2 32, inst 32, mem_write 1, is_branch 1, op1_pc 1, valid 1, ex_forwardable 1
rd_id 5, is_jalr 1
stage by stage:
| stage | setup slack, ns | setup TNS (ns) | hold WS [ns] | std cells |
|---|---|---|---|---|
| CTS | -0.178 | -17.06 | 0.0862 | 1270 |
| global route | -0.182 | -20.09 | 0.113 | 1270 |
| detailed placement | -0.185 | -0.552 | 0.447 | 1237 |
| finish | -0.117 | -8.31 | 0.113 | 1270 |
| global placement | -0.193 | -0.605 | 0.453 | 1237 |
| floorplan | 0.258 | 0 | 0.325 | 392 |
cells by family (layout without fill, tap and decap cells):
logic type,after synthesis,in the layout,synth area share [%]
simple gates,186,186,23.6
buf+inv,20,430,1.90
flops,186,186,74.5
layer usage:
| layer | vias to the layer above | wire length, um | GRT usage [%] |
|---|---|---|---|
| met2 | 230 | 9010 | 13.5 |
| met5 | - | 0 | 0 |
| li1 | 1975 | - | - |
| met3 | 13 | 2590 | 4.91 |
| met4 | 0 | 241 | 1.02 |
| met1 | 1783 | 7330 | 9.38 |
layout make-up:
class                   instances  area share [%]
clock buffers                  17            4.61
clock inverters                15            2.17
multi-input cells             186            12.8
well taps                     468            6.35
flip-flops and latches        186            40.8
repair buffers                398            33.3
what timing repair did:
item,in CTS,in global routing
pin swaps,0,0
setup endpoints to repair,186,186
resized,634,8
buffers inserted,0,0
endpoints found under the hold margin,6,0
hold buffers,1,0
power by group:
part,internal (mW),switching (mW),total [mW]
clock network,3.84,3.27,7.10
logic,1.16,0.428,1.58
registers,7.81,0.0897,7.90
total,12.8,3.78,16.6
layout by cell type (no fill, tap or decap), drive strengths merged:
cell type	n
clkinv	5
inv	8
clkdlybuf4s50	186
nor2b	174
and2b	12
clkbuf	17
dlygate4sd3	1
bufinv	2
buf	211
dfxtp	186
how the worst min path moves through the flow:
stage,from,to,depth (start not counted),slack (ns)
final,reset,pc[24]$_SDFF_PP0_,3,0.11
after CTS,reset,pc[24]$_SDFF_PP0_,3,0.09
after global routing,reset,pc[24]$_SDFF_PP0_,3,0.11
cell usage after synthesis:
| library cell | n |
|---|---|
| nor2b_1 | 174 |
| and2b_1 | 12 |
| clkbuf_1 | 4 |
| dfxtp_1 | 186 |
| buf_2 | 16 |
Power figures rest on the tool's default switching activity, not on a simulated workload.
