### ./config.mk
export PLATFORM = sky130hd
export DESIGN_NAME = CacheCounter
export DESIGN_NICKNAME = CacheCounter
export VERILOG_FILES = /design/flow/design.v
export SDC_FILE = /design/flow/constraint.sdc
export NUM_CORES = 4
export LEC_CHECK = 1
export CORE_UTILIZATION = 50
### ./constraint.sdc
current_design CacheCounter

set clk_period 6.0
set clk_io_pct 0.2

create_clock -name clk0 -period $clk_period [get_ports {clk}]

set non_clock_inputs [all_inputs -no_clocks]
set_input_delay [expr $clk_period * $clk_io_pct] -clock clk0 $non_clock_inputs
set_output_delay [expr $clk_period * $clk_io_pct] -clock clk0 [all_outputs]
### ./design.v
module CacheCounter (
    input reset,
    input clk,
    input is_hit,
    input is_input_valid,
    input [31:0] pc,
    output reg [31:0] memory_accesses,
    output reg [31:0] hits
);
  reg [31:0] last_pc, last_pc_next, next_memory_accesses, next_hits;
  always @(*) begin
    if (last_pc != pc && is_input_valid) begin
      next_memory_accesses = memory_accesses + 1;
      if (is_hit) next_hits = hits + 1;
      else next_hits = hits;
      last_pc_next = pc;
    end else begin
      next_memory_accesses = memory_accesses;
      next_hits = hits;
      last_pc_next = last_pc;
    end
  end
  always @(posedge clk) begin
    if (reset) begin
      memory_accesses <= 0;
      hits <= 0;
      last_pc <= 32'hffffffff;
    end else begin
      memory_accesses <= next_memory_accesses;
      hits <= next_hits;
      last_pc <= last_pc_next;
    end
  end
endmodule
### ./run.sh
#!/bin/bash
# OpenROAD 26Q1-2900-gdf79404cd8, Yosys 0.63+post, stock flow scripts
make -C /OpenROAD-flow-scripts/flow DESIGN_CONFIG=/design/flow/config.mk WORK_HOME=/design/flow/orfs finish
==> notes.md <==
Purpose: to document the outcome of synthesis and place and route.

Timing
Setup repair after global routing left no endpoint under its margin. Endpoints failing hold in the final report were tallied at 0. The total of endpoints with negative setup slack in the final report is 0.

The slew at the pin closest to its max-slew limit is 0.8158 ns. The smallest clock period supported by the final layout is computed as 3.866 ns. Hold is met by 0.5272 ns. The worst path setup slack after routing is 2.134 ns. The flow reports an fmax of 258.7 MHz. The clock arrives with 0.009817 ns of skew. Dividing the final minimum period by the clock period gives 64.43%. The final layout reports a setup TNS of 0 ns. The count of pins over their slew limit is 0.

The worst max-slew margin expressed relative to the limit is 45.11%.

Detailed routing
The number of DRC violations after detailed routing is 0. The routed layout has 4674 vias. For this run, the script counts the antenna cells in the layout as 0.

The wire length per cell is 13.41 um. The first-pass iteration count of the detailed router is 4. Per the post-route antenna check, the number of violating nets is 0. In the post-route report, total wirelength is listed as 11590 um.

After the first detailed-routing iteration, the DRC count stood at 230. Dividing the detail-routed via count by the number of cells gives 5.410.

Synth
The cell taking the most area after synthesis is sky130_fd_sc_hd__dfxtp_1. Synthesis produced 651 cells. The async set-reset flop share out of synthesis is 0%.

The cell-mix breakdown from Yosys lists the simple-gate area share as 28.83%. The post-synthesis sequential element count is 96. Of the total synthesized cell area, the portion taken by full adders, half adders and majority gates is 0.4620%. Per the synthesis report, the number of distinct cell types is 29. The synthesized-area fraction occupied by xor and xnor cells is 5.174%. For reference, the top cells by count after synthesis are 140 x sky130_fd_sc_hd__nor2_1, 96 x sky130_fd_sc_hd__dfxtp_1, 57 x sky130_fd_sc_hd__nor2b_1, 52 x sky130_fd_sc_hd__mux2_2, 45 x sky130_fd_sc_hd__a21oi_1. The AND-OR/OR-AND share of the synthesized area is 6.884%.

Per the Yosys statistics, synthesis produced 651 cells. In the synthesized netlist, mux cells make up 19.17% of the area. The fraction of post-synthesis cell area in the top cell type by area is 35.48%. According to the Yosys statistics, the synthesized design has a chip area of 5416 um^2.

The share of the yosys chip area belonging to registers is 35.48%. The per-instance average area after synthesis is 8.320 um^2. The most instantiated flip-flop cell in the synthesis netlist is sky130_fd_sc_hd__dfxtp_1. The post-synth tally of flip-flops with integrated enable is 0.

The synthesis report lists the most area-consuming cells as sky130_fd_sc_hd__dfxtp_1 35%, sky130_fd_sc_hd__mux2_2 11%, sky130_fd_sc_hd__nor2_1 9.7%, sky130_fd_sc_hd__nor2b_1 6.6%, sky130_fd_sc_hd__mux2i_1 6.3%. The main kind of combinational logic by area is simple AND/OR/NAND/NOR gates. The cell with the most instances after synthesis is sky130_fd_sc_hd__nor2_1. Warnings reported by Yosys during synthesis add up to 1. Summing every instance area after synthesis gives 5416 um^2.

CTS
The clock latency of the later-clocked register in the worst-skew pair is 0.37 ns. The tree built by TritonCTS fans out to 96 sinks. The H-tree depth is 3. TritonCTS built the clock tree. Per the CTS log, the buffer count on the longest clock path is 2.

The CTS buffer count is 9. CTS placed an instance of sky130_fd_sc_hd__clkbuf_8 at the clock tree root. The count of hold-fix buffers inserted at cts is 0.

The number of gates resized after CTS was 0. The clock input transition at the sequential cells of the worst setup and hold paths is 0.09 ns. The post-CTS setup-driven buffer insertion count is 0.

Global routing
The initial antenna violation count came to 0. Summed over all routing layers, the global router reports a total usage of 21.53%. Entering global routing, the biggest net connects 90 pins.

The most congested layer reported by global routing is met2. The number of global-route vias before repair came to 4162. The met2 capacity usage during global routing is 33.99%.

Global routing used 31.95% of the available met1 tracks. The first global-routing pass estimated 19420 um of wire. The overflow left after global routing is 0. The met3 usage in global routing is 4.878%.

Floorplanning
The x dimension of the die is 106.1 um. From bottom edge to top edge, the die measures 106.1 um. The overall die size recorded for this design is 11250 um^2. The number of placed I/O pins is 100.

Row generation in the floorplan step produced 37 rows. The core area is 10420 um^2. The effective utilization at floorplan is 52.00%.

Finish
Cells with a size suffix above 1 make up 10.85% of the layout. Cells fill 63.62% of the core in the end. The final instance area is 6626 um^2. The total of fill cells in the finished design is 871. The tally of non-filler cells in the final layout is 864.

Compared with the post-synthesis result, the final layout area differs by 22.34%. The multi-input gate area in the final layout is 3298 um^2. The sequential cell area is 1922 um^2.

Power
The ratio of total power to cell area is 178.0 nW/um^2. The total net switching power is 0.2935 mW. The register share of total power is 56.3%. The total power of the final layout is 1.179 mW. The fraction of power spent switching nets is 24.89%. The leakage component of the power was reported as 2.575 nW. Of the total power, the clock network draws 33.2%.

The power share of the combinational group is 10.5%. IR analysis of the VDD net gives a maximum drop of 0.1010 mV. The internal cell power is 0.8858 mW.

Critical path
Looking at the reg2reg group, the worst path ends at memory_accesses[0]. The worst reg-to-reg path cell count is 7. The worst setup path is captured at a register. Looking at the reg2reg group, the worst path starts from last_pc[14].

The maximum fanout encountered on the critical timing path is 29. The worst setup path is launched from an input pin. The required arrival time at the worst endpoint is 6.26 ns. The critical path is of the input pin to register type. The start point of the critical path is is_input_valid. Data on the critical path arrives at its endpoint at 4.13 ns. The worst-case register-to-register setup slack is 3.29 ns. The critical path ends at hits[30].

Status
The flow ran to the end, and the final reports show no timing, DRC or antenna violations.

Placement
Per the gpl log, the routability congestion estimate is 0.8213. The worst setup slack before clock tree synthesis is 1.777 ns. Once detailed placement completed, the half-perimeter wirelength came to 7908 um. Buffers placed on the I/O ports in this run total 99. After detailed placement, the design holds a cell count of 849.

After detailed placement, the total cell area comes to 6454 um^2.

Flow run
The number of warnings reported in the stage logs is 26. In this run the maximum-capacitance check reported violations numbering 0.

Hold path
The kind of path behind the tightest hold check is register to register.
## sequential cells by signal, summed over array words and instances (netlist names)
name             flops
memory_accesses     32
last_pc             32
hits                32
## area by class of cell
type                            count  share of cell area [%]
Multi-Input combinational cell    505                   49.77
Inverter                            6                  0.3399
Clock buffer                       12                   2.341
Sequential cell                    96                   29.00
Tap cell                          136                   2.568
Timing Repair Buffer              106                   15.71
Clock inverter                      3                  0.2644
## power groups by stage
stage / registers (mW) / logic (mW) / clock network [mW]
after CTS: 0.665 / 0.125 / 0.408
after global routing: 0.667 / 0.138 / 0.428
final: 0.665 / 0.123 / 0.391
## per-layer routing
| layer | vias to the layer above | wire (um) | share of wire [%] |
|---|---|---|---|
| li1 | 2401 | - | - |
| met1 | 2161 | 5476 | 47 |
| met2 | 97 | 5292 | 46 |
| met3 | 15 | 644 | 5.6 |
| met4 | 0 | 176 | 1.5 |
| met5 | - | 0 | 0 |
## worst min path at each step
stage | from | cells after the start | slack, ns | to
4_1_cts | last_pc[26] | 2 | 0.53 | last_pc[26]
5_1_grt | last_pc[28] | 2 | 0.56 | last_pc[28]
6_report | last_pc[26] | 2 | 0.53 | last_pc[26]
## cell usage in the layout, fill, tap and decap left out
cell                              synthesis  layout
sky130_fd_sc_hd__a2111oi_2                1       1
sky130_fd_sc_hd__clkbuf_1                31       1
sky130_fd_sc_hd__nor4_1                   3       3
sky130_fd_sc_hd__clkinv_2                 0       2
sky130_fd_sc_hd__mux2_1                  10      10
sky130_fd_sc_hd__a21boi_4                 0       1
sky130_fd_sc_hd__a211oi_1                 5       5
sky130_fd_sc_hd__buf_4                    5       8
sky130_fd_sc_hd__nand2_1                 21      21
sky130_fd_sc_hd__and3_1                  10      10
sky130_fd_sc_hd__a21oi_1                 45      45
sky130_fd_sc_hd__clkbuf_8                 0      11
sky130_fd_sc_hd__nor4_4                   2       3
sky130_fd_sc_hd__nand4_1                 39      39
sky130_fd_sc_hd__a2111oi_0               10      10
sky130_fd_sc_hd__clkdlybuf4s50_1          0      98
sky130_fd_sc_hd__ha_1                     2       2
sky130_fd_sc_hd__nor2_1                 140     140
sky130_fd_sc_hd__xnor2_1                 32      32
sky130_fd_sc_hd__dfxtp_1                 96      96
sky130_fd_sc_hd__and4_1                   3       3
sky130_fd_sc_hd__nand2b_1                 4       4
sky130_fd_sc_hd__nand3_1                 26      26
sky130_fd_sc_hd__and2_1                   2       2
sky130_fd_sc_hd__nor3_1                   4       4
sky130_fd_sc_hd__nor2b_1                 57      57
sky130_fd_sc_hd__or3_1                    1       1
sky130_fd_sc_hd__inv_1                    6       6
sky130_fd_sc_hd__mux2i_1                 34      34
sky130_fd_sc_hd__clkinvlp_4               0       1
sky130_fd_sc_hd__mux2_2                  52      52
## worst max-delay path, stage by stage
cell and delay, ns:
sky130_fd_sc_hd__clkdlybuf4s50_1 0.46, sky130_fd_sc_hd__buf_4 0.29, sky130_fd_sc_hd__and2_1 0.63, sky130_fd_sc_hd__nand3_1 0.24, sky130_fd_sc_hd__or3_1 0.48, sky130_fd_sc_hd__a2111oi_0 0.46, sky130_fd_sc_hd__mux2_2 0.38
## kinds of logic after synthesis
group / Yosys count
AND-OR/OR-AND: 62
XOR/XNOR: 32
multiplexers: 96
AND/OR/NAND/NOR: 313
buffers and inverters: 50
flip-flops: 96
adder cells (fa/ha/maj): 2
No activity file was given, so power comes from the tool's default toggle rates.
